<file path="./run.sh">
#!/bin/bash
# OpenROAD 26Q1-2900-gdf79404cd8, Yosys 0.63+post, stock flow scripts
make -C /OpenROAD-flow-scripts/flow DESIGN_CONFIG=/design/flow/config.mk WORK_HOME=/design/flow/orfs finish
</file>
<file path="./config.mk">
export PLATFORM = sky130hd
export DESIGN_NAME = master_read
export DESIGN_NICKNAME = master_read
export VERILOG_FILES = /design/flow/design.v
export SDC_FILE = /design/flow/constraint.sdc
export NUM_CORES = 4
export LEC_CHECK = 1
export CORE_UTILIZATION = 30
</file>
<file path="./constraint.sdc">
current_design master_read

set clk_period 7.1
set clk_io_pct 0.2

create_clock -name clk0 -period $clk_period [get_ports {clk}]

set non_clock_inputs [all_inputs -no_clocks]
set_input_delay [expr $clk_period * $clk_io_pct] -clock clk0 $non_clock_inputs
set_output_delay [expr $clk_period * $clk_io_pct] -clock clk0 [all_outputs]
</file>
<file path="./design.v">
`timescale 1ns/10ps
module master_read(
	clk,
	rst,
	cpu_read_signal,
	address,
	read_data,
	read_pause_cpu,
	ARID_M,
	ARADDR_M,
	ARLEN_M,     
	ARSIZE_M,
	ARBURST_M,
	ARVALID_M,
	RREADY_M,
	ARREADY_M,
	RID_M, 
	RDATA_M,
	RRESP_M,
	RLAST_M,
	RVALID_M
);
	localparam STATE_IDLE        =2'b00;
	localparam STATE_SEND_ADDRESS=2'b01;
	localparam STATE_GET_DATA    =2'b10;
	input                             clk;
	input                             rst;	
	input                             cpu_read_signal;
    input        [              31:0] address; 	
	logic        [               1:0] dmcs;
	logic        [               1:0] dmns;
	logic        [               1:0] imcs;
	logic        [               1:0] imns;
	input                             ARREADY_M;
	input        [  4-1:0] RID_M;
	input        [32-1:0] RDATA_M;
	input        [               1:0] RRESP_M;
	input                             RLAST_M;
	input                             RVALID_M;
	output logic [  4-1:0] ARID_M;
	output logic [32-1:0] ARADDR_M;
	output logic [ 4-1:0] ARLEN_M; 
	output logic [3-1:0] ARSIZE_M; 
	output logic [               1:0] ARBURST_M; 
	output logic                      ARVALID_M;
	output logic                      RREADY_M;
	output logic [              31:0] read_data;      
	output logic                      read_pause_cpu;
	logic        [               1:0] cs;
	logic        [               1:0] ns;
	logic        [              31:0] read_data_register_out;
	logic        [              31:0] ARADDR_M_register_out;
	logic                             ARREADY_M_register_out;
	logic                             RLAST_M_register_out;
	always_ff@(posedge clk or negedge rst)
	begin
		if(!rst)
		begin
			cs<=STATE_IDLE;
		end
		else
		begin
			cs<=ns;
		end
	end
	always_ff@(posedge clk or negedge rst)
	begin
		if(!rst)
		begin
			read_data_register_out <=32'd0;
			ARADDR_M_register_out  <=32'd0;
			ARREADY_M_register_out <=1'b0;
			RLAST_M_register_out   <=1'b0;
		end
		else
		begin
			read_data_register_out <=read_data;
			ARADDR_M_register_out  <=ARADDR_M;
			ARREADY_M_register_out <=ARREADY_M;
			RLAST_M_register_out   <=RLAST_M;
		end
	end
	always_comb
	begin
		case(cs)
			STATE_IDLE:
			begin
				if(cpu_read_signal)
				begin
					ns             =STATE_SEND_ADDRESS;
					read_pause_cpu =1'b1;
					ARADDR_M       =address;
				end
				else
				begin
					ns             =STATE_IDLE;
					read_pause_cpu =1'b0;
					ARADDR_M       =32'd0;
				end
				ARID_M             =4'b0010;
				ARVALID_M          =1'b0;
				RREADY_M           =1'b0;
				read_data          =read_data_register_out;
			end
			STATE_SEND_ADDRESS:
			begin
				if(ARREADY_M_register_out==1'b1)
				begin
					ns=STATE_GET_DATA;
				end
				else
				begin
					ns=STATE_SEND_ADDRESS;
				end
				ARVALID_M      =1'b1;
				ARID_M         =4'b0001;
				ARADDR_M       =ARADDR_M_register_out;
				RREADY_M       =1'b0;
				read_pause_cpu =1'b1;
				read_data      =32'd0;
			end
			STATE_GET_DATA:
			begin
				ns             =RVALID_M?STATE_IDLE:STATE_GET_DATA;
				RREADY_M       =1'b1;
				ARID_M         =4'b0001;
				ARADDR_M       =ARADDR_M_register_out;
				ARVALID_M      =1'b1;
				RREADY_M       =1'b1;
				read_pause_cpu =1'b1;
				read_data      =(RRESP_M==2'b00 && RVALID_M==1'b1)?RDATA_M:32'd0;
			end
			default:
			begin
				ARID_M         =4'b0010;
				ARADDR_M       =32'd0;
				ARVALID_M      =1'b0;
				RREADY_M       =1'b0;
				read_pause_cpu =1'b0;
				read_data      =32'd0;
				ns             =STATE_IDLE;
			end
		endcase
	end
	always_comb
	begin
		ARLEN_M               =4'd0;
		ARSIZE_M              =3'd2;
		ARBURST_M             =2'd1;
	end
endmodule
</file>
==> results.txt <==
CTS max path bufs: 2
Post-Synthesis Cell Area: 2550 µm²
adder share: 0%
Seq pwr share: 47.0%
CTS tree: built
CP required: 5.68 ns
outcome: finished clean
f_max: 219 MHz
Area Growth Syn to Fin: 62.4%
Post-Place Worst Slack: 2.51 ns
period utilization: 64.4%
CTS sink count: 68
pwr dens: 220 nW/µm²
yosys synthesis chip area: 2550 µm²
Initial DRC Count: 35
io pins: 156
AND/OR/NAND/NOR Cells, Area Fraction: 1.52%
CP arrival: 3.15 ns
unrepaired setup endpoints after global routing: false
total negative slack: 0 ns
# H-tree levels: 3
hold path start: ARREADY_M_register_out
reg2reg start: cs[0]
synthesized instance count: 175
Mapped Avg Cell Area: 14.5 µm²
R2R setup slack: 5.30 ns
Synth logic family: AND-OR/OR-AND gates
post-detailed-route count of antenna-violating nets: 0
Routed WL per cell: 14.3 µm
Worst-Margin Slew: 0.699 ns
yosys cell count: 175
WHS: 0.496 ns
floorplan core density: 31.0%
critical setup path kind: in2out
Final Hold Viols: 0
Total GRT Usage: 14.0%
DR pass1 iterations: 4
internal power: 692 µW
initial antenna violation count: 0
Port Buffers: 139
ys flops: 68
Hold Path Sink: cs[1]
# setup viols final: 0
Peak VDD IR: 0.103 mV
max-slew violations: 0
Reg2Reg Depth: 3
HPWL Detailed: 4.06 mm
min cycle time layout: 4.57 ns
MaxCap Viol Count: 0
Placed Cells: 404
HP Class: reg2reg
Antenna Cells: 0
xor/xnor share: 0%
clock skew: 0.00865 ns
worst setup margin: 2.53 ns
core outline area: 8220 µm²
Root Buffer: clkbuf_8
Max-slew headroom: 53.4%
Post-Route WL: 6.01 mm
combinational fraction of design power: 16.5%
Synth Area in Compound Gates: 22.7%
register area share after synthesis: 66.9%
largest net degree at the start of global routing: 38
Static Leakage: 1.86 nW
fill count: 731
global route overflow: 0
CTS Hold Bufs: 0
Log Warnings: 30
FF-to-FF End: ARADDR_M_register_out[15]
CTS Buf Count: 9
Cell Count, Final, Fillers Out: 420
nature of the critical path endpoint: output port
crit-path max FO: 32
Clk pwr share: 36.4%
switch share: 23.9%
hold depth: 2
crit start category: input port
die height: 94.1 µm
# rows: 33
die width: 94.1 µm
via count: 1901
GP Congestion: 0.706
Unique masters post-synth: 16
first-pass GRT wire length: 9.35 mm
share of cells above drive strength 1: 6.98%
clock-pin slew on the worst setup and hold paths: 0.07 ns
setup bufs post-CTS: 0
vias per cell: 4.53
Final Power: 909 µW
Synthesis Warnings: 1
vias in the first global route: 1890
Remaining DRCs: 0
Die ar.: 8860 µm²
mux share: 0%
clk latency of the worst-skew pair: 0.34 ns
Resized Gates After CTS: 0
P_sw: 218 µW
-- area by class of cell --
type / count / area, µm² / share of cell area [%]
Timing Repair Buffer: 143 / 1420 / 34.3
Clock inverter: 5 / 58.8 / 1.42
Clock buffer: 11 / 151 / 3.66
Multi-Input combinational cell: 84 / 658 / 15.9
Inverter: 4 / 15.0 / 0.363
Sequential cell: 68 / 1700 / 41.2
Tap cell: 105 / 131 / 3.18
-- cell usage after synthesis --
master | count | share of area [%]
and4bb_1 | 1 | 0.49
a22o_1 | 64 | 22
a21o_1 | 1 | 0.29
nand2_1 | 2 | 0.29
and2_1 | 1 | 0.25
clkbuf_1 | 2 | 0.29
buf_6 | 5 | 2.2
dfrtp_1 | 67 | 66
o21ai_0 | 2 | 0.39
dfstp_2 | 1 | 1.0
nand2b_1 | 1 | 0.25
inv_1 | 4 | 0.59
buf_2 | 7 | 1.4
conb_1 | 2 | 0.29
or2_1 | 1 | 0.25
buf_4 | 14 | 4.1
-- cells in the final DEF, fill, tap and decap left out --
master / netlist / routed
clkdlybuf4s50_1: 0 / 138
dfrtp_1: 67 / 67
a22o_1: 64 / 64
conb_1: 2 / 11
clkbuf_8: 0 / 11
inv_1: 4 / 4
buf_4: 14 / 4
nand2_1: 2 / 2
o21ai_0: 2 / 2
clkinvlp_4: 0 / 2
or2_1: 1 / 1
and2_1: 1 / 1
and4bb_1: 1 / 1
nand2b_1: 1 / 1
a21o_1: 1 / 1
bufinv_16: 0 / 1
inv_6: 0 / 1
clkinv_2: 0 / 1
dfstp_2: 1 / 1
buf_2: 7 / 1
-- logic make-up (layout without fill, tap and decap cells) --
logic type | Yosys count | after routing
compound gates | 67 | 67
buf+inv | 32 | 163
flops | 68 | 68
other cells | 2 | 11
simple gates | 6 | 6
-- worst max-delay path, stage by stage --
cell	delay (ns)
clkdlybuf4s50_1	0.51
and4bb_1	0.20
buf_4	0.33
a22o_1	0.20
clkdlybuf4s50_1	0.50
-- through the flow --
step | utilization (%) | area (µm²)
2_1_floorplan | - | 2580
3_3_place_gp | 47.8 | 3920
3_5_place_dp | 47.8 | 3920
4_1_cts | 50.3 | 4130
5_1_grt | 50.3 | 4130
6_report | 50.3 | 4130
-- flip-flops by register name, summed over array words and instances, names as in the netlist --
| register | cells |
|---|---|
| ARADDR_M_register_out | 32 |
| read_data_register_out | 32 |
| cs | 3 |
| ARREADY_M_register_out | 1 |
-- power by group through the flow --
stage         clock (mW)  combinational (mW)  sequential, mW
CTS                0.344               0.154           0.428
finish             0.331               0.150           0.428
global route       0.361               0.167           0.431
-- routing by layer --
metal,vias to the layer above,GRT usage [%],share of wire (%)
met5,-,0,0
met2,87,20.5,45
met3,13,5.43,9.5
met4,0,2.95,2.3
met1,908,20.5,43
li1,893,-,-
-- worst max path at each step --
stage         cells past startpoint  slack, ns            end     start
finish                            5       2.53   read_data[8]  RVALID_M
global route                      5       2.44  read_data[29]  RVALID_M
CTS                               5       2.50   read_data[8]  RVALID_M
Power figures rest on the tool's default switching activity, not on a simulated workload.
