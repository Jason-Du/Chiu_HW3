==> ./design.v <==
`timescale 1ns/10ps
module master_write(
	clk,
	rst,
	cpu_write_signal,
	cpu_write_data,
	address,
	D_type,
	cpu_write_pause,
	AWID_M,
	AWADDR_M,
	AWLEN_M,
	AWSIZE_M,
	AWBURST_M,
	AWVALID_M,
	WDATA_M,
	WSTRB_M,
	WLAST_M,
	WVALID_M,
	BREADY_M,
	WREADY_M,
	AWREADY_M,
	BID_M,
	BRESP_M,
	BVALID_M
);
	localparam STATE_IDLE        =2'b00;
	localparam STATE_SEND_ADDRESS=2'b01;
	localparam STATE_SEND_DATA   =2'b10;
	localparam STATE_GET_RESPONSE=2'b11;
	input                              clk;
	input                              rst;
	input                              cpu_write_signal;
	input        [               31:0] cpu_write_data;
	input        [               31:0] address;
	output logic                       cpu_write_pause;
	output logic [  4-1:0] AWID_M;
	output logic [32-1:0] AWADDR_M;
	output logic [ 4-1:0] AWLEN_M;
	output logic [3-1:0] AWSIZE_M;
	output logic [               1:0] AWBURST_M;
	output logic                      AWVALID_M;
	output logic [32-1:0] WDATA_M;
	output logic [4-1:0] WSTRB_M;
	output logic                      WLAST_M;
	output logic                      WVALID_M;
	output logic                      BREADY_M;
	input                             WREADY_M;
	input                             AWREADY_M;
	input        [  4-1:0] BID_M;
	input        [               1:0] BRESP_M;
	input                             BVALID_M;
	input        [               2:0] D_type;
	logic         [               1:0] cs;
	logic         [               1:0] ns;
	logic	      [               3:0] WSTRB_M_register_out;
	logic         [              31:0] AWADDR_M_register_out;
	logic         [              31:0] WDATA_M_register_out;
	logic         [  4-1:0] BID_M_register_out;
	logic         [               1:0] BRESP_M_register_out;
	logic                              BVALID_M_register_out;
	logic         [               3:0] AWID_M_register_out;
	logic                              AWREADY_M_register_out;
	logic                              WREADY_M_register_out;
	always_ff@(posedge clk or negedge rst)
	begin
		if(!rst)
		begin
			cs<=STATE_IDLE;
		end
		else
		begin
			cs<=ns;
		end
	end
	always_ff@(posedge clk or negedge rst)
	begin
		if(!rst)
		begin
			WSTRB_M_register_out   <=4'b1111;
			AWADDR_M_register_out  <=32'b0;
			WDATA_M_register_out   <=32'd0;
			AWID_M_register_out    <=4'b0000;
			AWREADY_M_register_out <=1'b0;
			WREADY_M_register_out  <=1'b0;
		end
		else
		begin
			WSTRB_M_register_out   <=WSTRB_M;
			AWADDR_M_register_out  <=AWADDR_M;
			WDATA_M_register_out   <=WDATA_M;
			AWID_M_register_out    <=AWID_M;
			AWREADY_M_register_out <=AWREADY_M;
			WREADY_M_register_out  <=WREADY_M;
		end
	end
	always_comb
	begin
		case(cs)
			STATE_IDLE:
			begin
				if(cpu_write_signal==1'b1)
				begin
					ns              =STATE_SEND_ADDRESS;
					cpu_write_pause =1'b1;
					WDATA_M         =cpu_write_data;
					case(D_type)
						3'b000: 
						begin
							WSTRB_M =address[0]?4'b1101:4'b1110;
						end
						3'b001:
						begin
							WSTRB_M=4'b1100;
						end
						3'b010:
						begin
							WSTRB_M=4'b0000;
						end
						3'b100:
						begin
							WSTRB_M=address[0]?4'b0111:4'b1011;
						end
						3'b101:
						begin
							WSTRB_M=4'b0011;
						end
						default:
						begin
							WSTRB_M=4'b1111;
						end
					endcase
				end
				else
				begin
					ns              =STATE_IDLE;
					cpu_write_pause =1'b0;
					WDATA_M         =32'd0;
					WSTRB_M=4'b1111;
				end
				AWID_M              =4'b0010;
				AWADDR_M            =32'd0;
				AWVALID_M           =1'b0;
				WLAST_M             =1'b0;
				WVALID_M            =1'b0;
				BREADY_M            =1'b0;
			end
			STATE_SEND_ADDRESS:
			begin
				if(AWREADY_M_register_out==1'b1)
				begin
					ns=STATE_SEND_DATA;
				end
				else
				begin
					ns=STATE_SEND_ADDRESS;
				end
				AWID_M         =4'b0001;
				AWADDR_M       =address;
				AWVALID_M      =1'b1;
				WDATA_M        =WDATA_M_register_out;
				WSTRB_M        =WSTRB_M_register_out;
				WLAST_M        =1'b0;
				WVALID_M       =1'b0;
				BREADY_M       =1'b0;
				cpu_write_pause=1'b1;	
			end
			STATE_SEND_DATA:
			begin
				if(WREADY_M_register_out==1'b1)
				begin
					ns         =STATE_GET_RESPONSE;
					WVALID_M   =1'b1;
				end
				else
				begin
					ns         =STATE_SEND_DATA;
					WVALID_M   =1'b0;
				end
				AWID_M         =AWID_M_register_out;
				AWADDR_M       =AWADDR_M_register_out;
				AWVALID_M      =1'b1;
				WDATA_M        =WDATA_M_register_out;
				WSTRB_M        =WSTRB_M_register_out;
				WLAST_M        =1'b1;
				BREADY_M       =1'b1;
				cpu_write_pause=1'b1;					
			end				
			STATE_GET_RESPONSE:
			begin
				if(BVALID_M==1'b1)
				begin
					ns=STATE_IDLE;
				end
				else
				begin
					ns=STATE_GET_RESPONSE;
				end
				BREADY_M       =1'b1;
				AWID_M         =AWID_M_register_out;
				AWADDR_M       =AWADDR_M_register_out;
				AWVALID_M      =1'b0;
				WDATA_M        =WDATA_M_register_out;
				WSTRB_M        =WSTRB_M_register_out;
				WLAST_M        =1'b0;
				WVALID_M       =1'b0;
				cpu_write_pause=1'b1;	
			end
		endcase
	end
	always_comb
	begin
		AWLEN_M  =4'd0;
		AWSIZE_M =3'd2;
		AWBURST_M=2'd1;
	end
endmodule
==> ./run.sh <==
#!/bin/bash
# OpenROAD 26Q1-2900-gdf79404cd8, Yosys 0.63+post, stock flow scripts
make -C /OpenROAD-flow-scripts/flow DESIGN_CONFIG=/design/flow/config.mk WORK_HOME=/design/flow/orfs finish
==> ./config.mk <==
export PLATFORM = sky130hd
export DESIGN_NAME = master_write
export DESIGN_NICKNAME = master_write
export VERILOG_FILES = /design/flow/design.v
export SDC_FILE = /design/flow/constraint.sdc
export NUM_CORES = 4
export LEC_CHECK = 1
export CORE_UTILIZATION = 30
==> ./constraint.sdc <==
current_design master_write

set clk_period 13.1
set clk_io_pct 0.2

create_clock -name clk0 -period $clk_period [get_ports {clk}]

set non_clock_inputs [all_inputs -no_clocks]
set_input_delay [expr $clk_period * $clk_io_pct] -clock clk0 $non_clock_inputs
set_output_delay [expr $clk_period * $clk_io_pct] -clock clk0 [all_outputs]
==> impl_metrics.csv <==
group,metric,value,unit
sta,slew_headroom,0.6641,
sta,max_freq,141.1,MHz
power_and_ir_drop,power_density,155.6,mW/mm²
routing,insertedDiodeCount,0,
sta,worstMarginPinSlew,0.5039,ns
setup_path,start_kind,"input pin",
setup_path,critical_path_class,"input pin to output pin",
floorplanning,dieWidth,103.7,µm
placement,gp_congestion,0.7757,
global_route,track_usage,0.1569,
placement,numPortBuffers,149,
setup_path,crit_chain,"clkdlybuf4s50_1, buf_4, inv_1, a211oi_1, a31oi_1, clkdlybuf4s50_1",
routing,wl_per_cell,14.15,µm
floorplanning,num_rows,36,
synth,synth_cell_types,25,
clocking,numCtsBuffers,9,
routing,first_pass_iters,4,
placement,pre_cts_ws,5.987,ns
clocking,tritoncts,"built",
worst_hold_path,holdCritPathClass,"register to register",
clocking,holdBufCountCts,0,
clocking,cts_root_buffer,"clkbuf_8",
floorplanning,pin_count,165,
synth,syn_area,0.003104,mm²
clocking,clock.latency.late_pin,0.35,ns
synth,ys_ff,78,
final_layout,drive_gt1_frac,0.06776,
sta,tns,0,ns
setup_path,critPathCaptureType,"output pin",
routing,wirelength,7.940,mm
flow_run,log.warning_count,31,
final_layout,fin_cells,561,
power_and_ir_drop,power.total,0.7527,mW
routing,viasPerCell,4.412,
synth,ys_async_sr_fraction,1.000,
clocking,ctsResizeCount,0,
clocking,cts_setup_buffers,0,
clocking,cts_sinks,78,
synth,synth_warnings,1,
floorplanning,fp_util,0.3133,
setup_path,crit_path_top_delay_cell,"clkdlybuf4s50_1",
synth,synth_seq_share,0.6308,
placement,hpwl,5.111,mm
clocking,cts_htree_levels,3,
floorplanning,core_area,0.009910,mm²
synth,synthCells,279,
synth,ys.flop_type,"dfrtp_1",
power_and_ir_drop,peakVddDrop,0.09027,mV
synth,yosysCellCount,279,
sta,finalClockPeriodUsage,0.5409,
floorplanning,dieHeight,103.7,µm
synth,syn_area_per_cell,11.13,µm²
sta,fin_skew,0.008538,ns
global_route,grt_max_degree,41,
setup_path,cp.arrival,4.47,ns
power_and_ir_drop,cellLeakagePower,2.214,nW
final_layout,final_cell_mix,"clkdlybuf4s50_1, dfrtp_1, nand2_1",
global_route,overflow,0,
final_layout,syn_to_final_growth,55.86,%
sta,rsz0062_at_grt,"no",
global_route,grt_pass1_wl,13.18,mm
setup_path,crit_path_max_fanout,36,
sta,setup_violations,0,
placement,place_inst,545,
sta,final-max-slew-violation-count,0,
final_layout,lay_top_count,"clkdlybuf4s50_1",
setup_path,cp.required,10.48,ns
floorplanning,die_area,0.01076,mm²
global_route,grt_pass1_vias,2549,
synth,edf_count,0,
synth,ys_chip_area,0.003104,mm²
sta,worst_slack,6.014,ns
routing,route.detailed.drc,0,
sta,hold_violations,0,
routing,drt_iter0_drc,110,
routing,ant_nets,0,
status,outcome,"completed",
setup_path,critical-path-max-stage-delay,0.45,ns
flow_run,maxCapViolCount,0,
sta,period_needed,7.086,ns
clocking,clockBufferDepth,2,
global_route,antenna_found_initial,0,
clocking,cts.clk_slew.worst_paths,0.08,ns
routing,vias,2475,
setup_path,critical_path.most_common_cell,"clkdlybuf4s50_1",
==> critical path: cells and delay by family <==
kind,cells,cell delay (ns)
buf+inv,4,1.41
compound gates,2,0.43
==> final timing paths <==
path                                                   from                                 end  slack [ns]  depth (start not counted)
max                                        cpu_write_signal                          WSTRB_M[0]        6.01                          6
min                        AWREADY_M_register_out$_DFF_PN0_                     cs[2]$_DFF_PN0_        0.46                          1
max reg2reg                                 cs[2]$_DFF_PN0_   WDATA_M_register_out[6]$_DFF_PN0_       11.27                          5
min reg2reg                AWREADY_M_register_out$_DFF_PN0_                     cs[2]$_DFF_PN0_        0.46                          1
max in group asynchronous                               rst   WSTRB_M_register_out[0]$_DFF_PN1_        9.95                          2
min in group asynchronous                               rst  WDATA_M_register_out[30]$_DFF_PN0_        2.22                          1
==> flip-flops by register name, indices dropped and copies added (netlist names) <==
| register | count |
|---|---|
| AWADDR_M_register_out | 32 |
| AWID_M_register_out | 4 |
| WREADY_M_register_out | 1 |
| AWREADY_M_register_out | 1 |
| WDATA_M_register_out | 32 |
| cs | 4 |
| WSTRB_M_register_out | 4 |
==> cell families (layout without fill, tap and decap cells) <==
family | after synthesis | count (layout) | synth area share
simple gates | 122 | 122 | 0.1721
buf+inv | 34 | 176 | 0.08303
flops | 78 | 78 | 0.6308
compound gates | 43 | 43 | 0.1116
other cells | 2 | 9 | 0.002419
==> layout make-up <==
| class | instances | area [µm²] |
|---|---|---|
| flip-flops and latches | 78 | 1958 |
| well taps | 133 | 166.4 |
| clock buffers | 10 | 137.6 |
| inverters | 5 | 18.77 |
| clock inverters | 6 | 108.9 |
| repair buffers | 155 | 1534 |
| fillers | 890 | 5071 |
| multi-input cells | 174 | 914.6 |
==> stage by stage <==
step	util	area, µm²	hold WS (ns)
global route	0.4883	4838	0.4850
detailed placement	0.4634	4592	0.4496
global placement	0.4634	4592	0.4442
CTS	0.4883	4838	0.4659
finish	0.4883	4838	0.4648
floorplan	-	3131	0.4140
==> Yosys cell counts, types with 2 or more instances <==
| master | instances | area, µm² |
|---|---|---|
| and2_1 | 3 | 18.77 |
| nand3_1 | 32 | 160.2 |
| buf_2 | 5 | 25.02 |
| inv_1 | 5 | 18.77 |
| conb_1 | 2 | 7.510 |
| a31oi_1 | 4 | 25.02 |
| nand3b_1 | 2 | 15.01 |
| clkbuf_1 | 2 | 7.510 |
| buf_8 | 3 | 45.04 |
| or3_1 | 2 | 12.51 |
| dfstp_2 | 5 | 131.4 |
| buf_4 | 14 | 105.1 |
| dfrtp_1 | 73 | 1827 |
| a22o_1 | 32 | 280.3 |
| nand2_1 | 72 | 270.3 |
| nor2_1 | 8 | 30.03 |
| o21ai_0 | 3 | 15.01 |
| buf_6 | 5 | 56.30 |
==> report_power, final <==
| group | internal (mW) | total, mW | leakage (nW) | switching, mW |
|---|---|---|---|---|
| Clock | 0.131 | 0.218 | 0.126 | 0.0867 |
| Combinational | 0.137 | 0.227 | 1.08 | 0.0909 |
| Sequential | 0.292 | 0.307 | 1.01 | 0.0147 |
==> routing by layer <==
metal  GRT usage  routed length [µm]  share of wire  up-vias
met3     0.05577                 742          0.093       10
met5           0                   0              0        -
met2      0.2301                3312           0.42      116
li1            -                   -              -     1212
met1      0.2395                3774           0.48     1137
met4     0.01735                 111          0.014        0
Power is estimated from default activity; no workload was simulated.
